`flow/config.mk`:
```
export PLATFORM = sky130hd
export DESIGN_NAME = cd
export DESIGN_NICKNAME = cd
export VERILOG_FILES = /design/flow/design.v
export SDC_FILE = /design/flow/constraint.sdc
export NUM_CORES = 4
export LEC_CHECK = 1
export CORE_AREA = 10 10 104 104
export DIE_AREA = 0 0 114 114
export SYNTH_MEMORY_MAX_BITS = 65536
```
`flow/constraint.sdc`:
```
current_design cd

set clk_period 3.1
set clk_io_pct 0.2

create_clock -name clk0 -period $clk_period [get_ports {clk}]

set non_clock_inputs [all_inputs -no_clocks]
set_input_delay [expr $clk_period * $clk_io_pct] -clock clk0 $non_clock_inputs
set_output_delay [expr $clk_period * $clk_io_pct] -clock clk0 [all_outputs]
```
`flow/design.v`:
```
module cd(clk, x, y);
input clk;
input [7:0] x;
output reg [23:0] y;
wire sys_clk = clk;
always @(negedge sys_clk) begin
case(x) 
8'h41	:	y=	24'b	0101110	;
8'h42	:	y=	24'b	01110101010	;
8'h43	:	y=	24'b	0111010111010	;
8'h44	:	y=	24'b	011101010	;
8'h45	:	y=	24'b	010	;
8'h46	:	y=	24'b	01010111010	;
8'h47	:	y=	24'b	01110111010	;
8'h48	:	y=	24'b	010101010	;
8'h49	:	y=	24'b	01010	;
8'h4A	:	y=	24'b	010111011101110	;
8'h4B	:	y=	24'b	01110101110	;
8'h4C	:	y=	24'b	0101110101	;
8'h4D	:	y=	24'b	011101110	;
8'h4E	:	y=	24'b	0111010	;
8'h4F	:	y=	24'b	0111011101110	;
8'h50	:	y=	24'b	010111011101	;
8'h51	:	y=	24'b	011101110101110	;
8'h52	:	y=	24'b	010111010	;
8'h53	:	y=	24'b	0101010	;
8'h54	:	y=	24'b	01110	;
8'h55	:	y=	24'b	010101110	;
8'h56	:	y=	24'b	01010101110	;
8'h57	:	y=	24'b	01011101110	;
8'h58	:	y=	24'b	0111010101110	;
8'h59	:	y=	24'b	011101011101110	;
8'h5A	:	y=	24'b	0111011101010	;
8'h31	:	y=	24'b	0101110111011101110	;
8'h32	:	y=	24'b	01010111011101110	;
8'h33	:	y=	24'b	010101011101110	;
8'h34	:	y=	24'b	0101010101110	;
8'h35	:	y=	24'b	01010101010	;
8'h36	:	y=	24'b	0111010101010	;
8'h37	:	y=	24'b	011101110101010	;
8'h38	:	y=	24'b	01110111011101010	;
8'h39	:	y=	24'b	0111011101110111010	;
8'h30	:	y=	24'b	011101110111011101110	;
8'h2E	:	y=	24'b	0101010101010	;
8'h2C	:	y=	24'b	0101110101110101110	;
8'h3A	:	y=	24'b	011101110111010101	;
8'h3B	:	y=	24'b	0111010111010111010	;
8'h28	:	y=	24'b	011101011101110101110	;
8'h27	:	y=	24'b	010111011101110111010	;
8'h22	:	y=	24'b	01011101010111010	;
8'h2D	:	y=	24'b	01110101010101110	;
8'h2F	:	y=	24'b	011101010111010	;
8'h5F	:	y=	24'b	0101011101110101110	;
8'h3F	:	y=	24'b	0101011101110101	;
8'h21	:	y=	24'b	01110111010101110111	;
8'h2B	:	y=	24'b	010111010111010	;
8'h40	:	y=	24'b	0101110111010111010	;
8'hFF	:	y=	24'b	010101110101110	;
8'h20	:	y=	24'b	0	;
default y=24'b0;
endcase
end
endmodule
```
`flow/run.sh`:
```
#!/bin/bash
# OpenROAD 26Q1-2900-gdf79404cd8, Yosys 0.63+post, stock flow scripts
make -C /OpenROAD-flow-scripts/flow DESIGN_CONFIG=/design/flow/config.mk WORK_HOME=/design/flow/orfs finish
```
==> flow_summary.ini <==
; yosys + openroad results
[status]
outcome = finished, violations left
violations = negative setup slack

[grt]
grt_pass1_vias = 2378
gr-total-overflow = 0
antenna_found_initial = 0
grt_max_degree = 16
grt_pass1_wl_mm = 12.4
grt_usage_pct = 11.7

[layout]
areaGrowthSynthToFinish_pct = 94.6
drive_above_1_share_pct = 45.6
postLayoutCellArea_um2 = 3410
largest_reg_flops = 20
lay_top_cells = buf_4 (78), inv_1 (22), dlygate4sd2_1 (20)
lay_top_count = buf_4
fin_util_pct = 39.3

[critical_path]
slowest_delay_ns = 0.42
worstSetupStartpoint = x[1]
endpoint = y[9]
crit_arrival_ns = 1.87
crit_family = simple AND/OR/NAND/NOR gates
critical_path_depth = 8
cp_max_fo = 6
start_kind = input pin
cp_num_buf_inv = 3
cp.required_ns = 1.80
path_cells = buf_12 -> inv_8 -> buf_6 -> ha_4 -> or3b_4 -> o311ai_4 -> nor2_1 -> o211ai_1
slowest_stage = or3b_4
crit_path_end_kind = flop
critical_path_class = input pin to flop

[floorplanning]
dieArea_um2 = 13000
dieHeight_um = 114
dieWidth_um = 114
initCoreUtil_pct = 20.2
fp.coreArea_um2 = 8680
rows = 34
ioPinCount = 33

[clock_network]
clockBufferDepth = 2
cts_buffers = 3
clk_pin_slew_ns = 0.03
tritoncts = yes
cts_sinks = 20
cts_hold_buf = 0
cts-root-buf = clkbuf_8
htreeDepth = 1

[synthesis]
syn_inst = 233
avgSynthCellArea_um2 = 7.52
topCellsByArea = dfxtp_1 (23%), ha_1 (5.7%), mux2i_1 (5.7%)
edf_count = 0
flop_cell = dfxtp_1
synth_cell_types = 52
postSynthSeqShare_pct = 22.9
ys.flops = 20
syn_area_um2 = 1750
ys_area_um2 = 1750
async_flop_share_pct = 0
synth_top_area_share_pct = 22.9
largest_area_cell = dfxtp_1
ys_cells = 233
yosys_warnings = 1

[power]
vdd_ir_drop_max_mv = 0.145
power.leakage_nw = 1.58
combPwrFrac_pct = 41.0
netSwitchingFraction_pct = 35.8
powerDensity_nw_per_um2 = 276
p_int_mw = 0.605
p_seq_share_pct = 29.2
p_switching_mw = 0.338
p_clk_share_pct = 29.7

[drt]
drc = 0
num_vias = 2370
vias_per_cell = 5.04
antennaDiodeCount = 0
firstDrtPassIters = 4
routed_wl_mm = 8.00
detail_route.wl_per_cell_um = 17.0
ant_nets = 0
drtIter0Drc = 227

[worst_hold_path]
hold_path.class = input pin to flop

[place]
place_congestion = 0.970
portBuffers = 28
dpl-instance-area_um2 = 2760
dp_hpwl_mm = 5.59

[final_timing]
holdWs_ns = 2.22
drv_slew = 0
setup_slack_ns = -0.0781
setup_viol = 15
finalHoldViolCount = 0
grt_setup_unrepaired = yes
fin_setup_tns_ns = -0.503

[job]
maxCapViolations = 0
tool_warnings = 55
-- layer usage --
metal  vias to the layer above  GRT usage, %  routed length [um]
met5                         -             0                   0
met4                         0          4.18                 193
met3                        16          2.34                 619
met2                        96          17.4                3570
met1                      1142          16.3                3620
li1                       1116             -                   -
-- how the worst min path moves through the flow --
stage,start,to,slack [ns],depth (start not counted)
5_1_grt,x[7],y[6],2.22,3
4_1_cts,x[7],y[6],2.21,3
6_report,x[7],y[6],2.22,3
-- repair_timing --
item	in CTS	in global routing
setup buffers	18	9
resized	100	25
pin swaps	24	26
cloned	3	1
endpoints found under the setup margin	40	19
-- cells by family after synthesis --
kind of cell,after synthesis,share of synthesized area (%)
compound gates,81,32.4
fa+ha+maj,8,5.71
buf+inv,31,8.57
flops,20,22.9
mux,11,6.36
other cells,1,0.214
simple gates,81,23.9
-- stage by stage --
| step | instances | total power, mW | setup WS [ns] |
|---|---|---|---|
| 6_report | 470 | 0.942 | -0.0781 |
| 5_1_grt | 470 | 1.01 | -0.0983 |
| 4_1_cts | 461 | 0.923 | -0.154 |
| 3_5_place_dp | 418 | 0.621 | -0.919 |
| 3_3_place_gp | 418 | 0.625 | -0.894 |
| 2_1_floorplan | 236 | 0.482 | -0.281 |
-- synthesized netlist by cell type (3+ instances only) --
cell type and number:
mux2i_1 10, nand2_1 16, a22o_1 3, a21oi_1 14, clkbuf_1 5, or2_2 5, a221o_1 4, o22ai_1 4
buf_2 9, buf_4 4, and2_1 3, nor2_1 21, nor3_1 3, a21o_1 4, inv_1 6, o21ai_0 15
o211ai_1 9, nor2b_1 8, dfxtp_1 20, a31oi_1 4, nand3_1 6, ha_1 8, nand2b_1 9, buf_1 5
-- power by group through the flow --
stage	clock network [mW]	logic (mW)	registers, mW
after global routing	0.329	0.408	0.276
final	0.280	0.387	0.275
after CTS	0.298	0.349	0.276
-- cell type report --
cell class,instances,area [um^2]
flip-flops and latches,20,405
repair buffers,127,1170
clock inverters,21,81.3
clock buffers,3,41.3
inverters,6,32.5
fillers,874,5270
well taps,108,135
multi-input cells,185,1540
-- tightest hold or removal path, stage by stage --
cell	delay (ns)
buf_2	0.11
buf_4	0.16
a21oi_1	0.05
No activity file was given, so power comes from the tool's default toggle rates.
